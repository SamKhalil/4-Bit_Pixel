==> run.sh <==
#!/bin/bash
# OpenROAD 26Q1-2900-gdf79404cd8, Yosys 0.63+post, stock flow scripts
make -C /OpenROAD-flow-scripts/flow DESIGN_CONFIG=/design/flow/config.mk WORK_HOME=/design/flow/orfs finish
==> config.mk <==
export PLATFORM = sky130hd
export DESIGN_NAME = RE_control
export DESIGN_NICKNAME = RE_control
export VERILOG_FILES = /design/flow/design.v
export SDC_FILE = /design/flow/constraint.sdc
export NUM_CORES = 4
export LEC_CHECK = 1
export CORE_AREA = 10 10 108 108
export DIE_AREA = 0 0 118 118
==> constraint.sdc <==
current_design RE_control

set clk_period 2.3
set clk_io_pct 0.2

create_clock -name clk0 -period $clk_period [get_ports {clk}]

set non_clock_inputs [all_inputs -no_clocks]
set_input_delay [expr $clk_period * $clk_io_pct] -clock clk0 $non_clock_inputs
set_output_delay [expr $clk_period * $clk_io_pct] -clock clk0 [all_outputs]
==> design.v <==
`timescale 1 ns / 1 ps
module RE_control ( clk, reset, init, exp_inc, exp_dec, NRE_1, NRE_2, ADC, Expose, Erase, ovf4, ovf5, EX_time);	   
input clk, reset, init, exp_inc, exp_dec;
output reg NRE_1, NRE_2, ADC, Expose, Erase;
output reg ovf4, ovf5; 	 
output reg [4:0] EX_time;		 
reg [4:0] counter;	 
reg [1:0] state, next_state;
parameter 	Idle = 2'b00,
			Exposure = 2'b01,
			Readout = 2'b10,
			Other = 2'b11;	  
parameter	S0 = 5'b00000,
			S1 = 5'b00001,
			S2 = 5'b00010,
			S3 = 5'b00011,
			S4 = 5'b00100,
			S5 = 5'b00101,
			S6 = 5'b00110,
			S7 = 5'b00111,
			S8 = 5'b01000,
			S9 = 5'b01001,
			S28 = 5'b11100,
			S30 = 5'b11110;
initial
	begin
		state <= Idle;
		counter <= 0;	
		EX_time <= S5;
	end
always @ (posedge clk or posedge reset)		 
	begin
		if (reset)	
			begin
				state <= Idle;
				counter <= 0;	
			end
		else
			begin
				case(state)	
					Idle: 			 
					begin
						if(!init)
							begin
								state <= Idle;
								next_state <= Exposure;
								Erase <= 1;
								Expose <= 0;
								NRE_1 <= 1;
								NRE_2 <= 1;
								ADC <= 0;
							end	
						else
							begin
								state <= next_state; 
							end
					end
					Exposure:		   
					begin
						if (!ovf5)
							begin
								state <= Exposure;
								next_state <= Readout;
								Erase <= 0;
								Expose <= 1;
								NRE_1 <= 1;
								NRE_2 <= 1;
								ADC <= 0; 
								counter <= counter + 1;
							end	 
						else
							begin
								state <= next_state;
								Expose <= 0;
								counter <= 0;
								ovf5 <= 0;
							end
					end
					Readout:	    
					begin
						if (!ovf4)
							begin
								if (counter < S3)
									begin	   
										NRE_1 <= 0;	 
										next_state <= Idle;
										if (counter == S1)  
											begin
												ADC <= 1; 
											end
										else 
											begin
												ADC <= 0;
											end	
										counter <= counter + 1;
									end	   
								else if (counter == S3)
									begin
										NRE_1 <= 1;
										NRE_2 <= 1;
										counter <= counter + 1;
									end	  
								else if ((counter > S3)&&(counter < S7))
									begin
										NRE_2 <= 0;
										if (counter == S5)
											begin
												ADC <= 1;
											end
										else
											begin
												ADC <= 0;
											end	
										counter <= counter + 1;
									end	
								else if (counter == S7)
									begin
										NRE_2 <= 1;
										counter <= counter + 1;
									end									
							end	 
						else
							begin
								state <= next_state;
								counter <= 0; 
								Erase <= 1;
								ovf4 <= 0;
							end
					end
					Other:	   
					begin	  
						state <= Idle;						
					end   	
				endcase		 
			end
	end			
always @ (posedge clk)
	begin  
		case(state)
			Idle:
			begin
				if(exp_inc == 1)		
					begin  	 
						if (EX_time > S28)
							begin  
								EX_time <= S30;
							end	
						else
							begin
								EX_time <= EX_time + 1;	   
							end
					end
				else if((exp_inc == 0) && (exp_dec == 1))	
					begin
						if (EX_time<S4)  
							begin
								EX_time <= S2;		  
							end
						else	   
							begin
								EX_time <= EX_time - 1;
							end
					end
				else 
					begin 
						EX_time <= EX_time;
					end	 
			end	
		endcase
		if (counter >= EX_time-2) 
			begin
				ovf5 <= 1;
			end	  
		else
			begin
				ovf5 <= 0;
			end
		if (counter >= S7)
			begin
				ovf4 <= 1;
			end
		else  
			begin
				ovf4 <= 0;	
			end
	end		
endmodule
==> impl_metrics.csv <==
group,metric,value,unit
yosys,syn_inst,121,
yosys,ys_sh_aoi,17.3,%
route,post_drt_wl_per_cell,8.90,um
placement,post_dp_cell_area,1510,um^2
clock_tree,clk_pin_slew,0.08,ns
grt,grt_remaining_overflow,0,
flow_run,cap_violations,0,
setup_path,crit_type,"register to output port",
clock_tree,clk_latency,0.26,ns
power,p_leak,0.599,nW
floorplan,die_area,13900,um^2
grt,grt_pass1_vias,833,
sta,fmaxAchievable,544,MHz
grt,grt_max_degree,14,
setup_path,path_cells,"clkdlybuf4s50_1",
sta,final-setup-viol-count,0,
setup_path,timing.rr.start,"state[0]$_DFFE_PP0P_",
setup_path,reg2reg_depth,5,
setup_path,crit_required,1.84,ns
floorplan,chipWidth,118,um
yosys,xor_share,2.10,%
placement,dpl.hpwl,1.85,mm
yosys,synth_adder_area_share,11.0,%
yosys,synth-main-ff-cell,"edfxtp_1",
yosys,async_flop_share,36.8,%
status,outcome,"completed",
setup_path,cp_num_buf_inv,1,
clock_tree,htreeDepth,1,
clock_tree,hold_buffers,0,
clock_tree,clockRootBuffer,"clkbuf_8",
final_layout,postLayoutCellArea,1560,um^2
clock_tree,postCtsResizedCells,0,
setup_path,arrival,1.38,ns
setup_path,r2r_setup_slack,0.59,ns
yosys,topCellsByArea,"edfxtp_1 (29%), dfrtp_1 (14%), ha_1 (11%), a21oi_1 (4.4%), inv_1 (3.3%)",
sta,rsz0062_at_grt,"false",
sta,hold_viol_final,0,
yosys,synth_area,1250,um^2
final_layout,drive_gt1_share,11.1,%
sta,setup_tns,0,ns
route,ant_nets,0,
setup_path,crit_path_end_kind,"output port",
grt,grt_usage,3.44,%
final_layout,syn_to_final_growth,24.5,%
yosys,ys_sh_mux,0.798,%
setup_path,r2r-end,"next_state[0]$_DFFE_PP_",
grt,grt_pass1_wl,4.05,mm
yosys,netlist_logic_family_top,"simple AND/OR/NAND/NOR gates",
floorplan,rows,35,
sta,fin_crit_sh,80.0,%
power,peakVddDrop,0.000251,V
yosys,ys_cells,121,
clock_tree,cts_tree,"done",
flow_run,log.warning_count,33,
yosys,edf_count,12,
setup_path,crit_fanout,13,
route,drt_iter0_drc,62,
placement,portBuffers,14,
sta,skew,0.00550,ns
clock_tree,cts_inserted_buffers,3,
yosys,ys_types,40,
placement,place_inst,260,
sta,post-route-min-period,1.84,ns
yosys,synth.avg_cell_area,10.4,um^2
final_layout,layoutNonFillerInstCount,264,
sta,slew_violations,0,
power,powerDensity,985,nW/um^2
yosys,synth_chip_area,1250,um^2
power,p_total,1.54,mW
floorplan,die_h,118,um
floorplan,core_area,9280,um^2
floorplan,initCoreUtil,13.5,%
yosys,yosys_warnings,5,
yosys,yosysSeqAreaShare,42.7,%
route,diodes,0,
setup_path,start_kind,"register",
clock_tree,clk_path_buf_depth,2,
yosys,simple_gate_share,18.4,%
yosys,ys_seq_elements,19,
placement,gp_congestion,0.816,
yosys,yosysTopAreaCell,"edfxtp_1",
setup_path,critPathSlowestCell,"edfxtp_1",
yosys,top_cell_area_share,28.7,%
setup_path,cp_top_family,"flip-flops",
sta,fin_ws,0.461,ns
setup_path,crit_path_max_incr_delay,0.58,ns
min_path,hp-class,"input port to async pin",
floorplan,boundaryPins,17,
placement,dp_slack,0.432,ns
clock_tree,cts_setup_buffers,0,
route,num_vias,873,
route,drc,0,
route,firstDrtPassIters,4,
route,detail_route.wirelength,2.35,mm
grt,antenna_found_initial,0,
route,vias_per_cell,3.31,
clock_tree,cts_sinks,19,
[per-stage QoR]
stage                     utilization (%)  hold WS (ns)
after detailed placement             16.3         0.519
after global placement               16.3         0.523
after floorplan                         -         0.263
after global routing                 16.8         0.489
after CTS                            16.8         0.463
final                                16.8         0.451
[metal layers]
metal | vias to the layer above | routed length, um | GRT usage (%)
met4 | 0 | 25 | 0.386
met1 | 402 | 1210 | 4.76
met3 | 2 | 155 | 1.56
li1 | 454 | - | -
met5 | - | 0 | 0
met2 | 15 | 959 | 4.97
[cell type report]
type	instances	area, um^2
fill	1050	7720
multi-input combinational	86	628
sequential	19	536
tap	129	161
timing repair buffer	15	148
clock buffer	3	41.3
inverter	11	41.3
clock inverter	1	5.00
[Yosys cell counts, types with 2 or more instances]
cell type and instances:
edfxtp_1 12, a21oi_1 11, ha_1 11, inv_1 11, dfrtp_1 7, nor2_1 7, nand2_1 6, o21ai_0 5
buf_4 3, nand2b_1 3, nand3_1 3, nor2b_1 3, nor3_1 3, or2_2 3, xnor2_1 3, a211oi_1 2
a21o_1 2, and2b_2 2, nand4_1 2, o21a_1 2
[registers in the layout, indices dropped and copies added, names as in the netlist]
| signal | count |
|---|---|
| NRE_1 | 1 |
| NRE_2 | 1 |
| Erase | 1 |
| state | 2 |
| ADC | 1 |
| next_state | 2 |
| counter | 5 |
| EX_time | 5 |
| Expose | 1 |
[power by group]
part / internal, mW / switching (mW) / total, mW
clock: 0.120 / 0.114 / 0.234
combinational: 0.328 / 0.309 / 0.638
sequential: 0.512 / 0.152 / 0.664
[kinds of logic after synthesis]
group / Yosys count
AND/OR/NAND/NOR: 38
buffers and inverters: 17
flip-flops: 19
AND-OR/OR-AND: 31
other: 1
adder cells (fa/ha/maj): 11
multiplexers: 1
XOR/XNOR: 3
[cells in the final DEF, fill, tap and decap left out, types with 5 or more instances in the layout]
master	instances
nand2_1	6
o21ai_0	5
inv_1	11
ha_1	11
nor2_1	7
a21oi_1	11
edfxtp_1	12
dfrtp_1	7
clkdlybuf4s50_1	14
[how the worst max path moves through the flow]
stage | startpoint | end | depth (start not counted)
after CTS | EX_time[2]$_DFFE_PP_ | EX_time[2] | 1
final | EX_time[2]$_DFFE_PP_ | EX_time[2] | 1
after global routing | EX_time[2]$_DFFE_PP_ | EX_time[2] | 1
Power figures rest on the tool's default switching activity, not on a simulated workload.
